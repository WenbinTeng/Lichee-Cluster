`/design/flow/run.sh`:
```
#!/bin/bash
# OpenROAD 26Q1-2900-gdf79404cd8, Yosys 0.63+post, stock flow scripts
make -C /OpenROAD-flow-scripts/flow DESIGN_CONFIG=/design/flow/config.mk WORK_HOME=/design/flow/orfs finish
```
`/design/flow/design.v`:
```
module ip_wrapper #(
  parameter DATA_WIDTH = 8
) (
  input wire clk,
  input wire rst,
  input wire in_fifo_wr_en,
  input wire [DATA_WIDTH-1:0] in_fifo_din,
  output wire in_fifo_empty,
  output wire in_fifo_full,
  output wire out_fifo_wr_en,
  output wire [DATA_WIDTH-1:0] out_fifo_dout,
  input wire out_fifo_empty,
  input wire out_fifo_full,
  input wire cs,
  input wire sclk,
  input wire mosi,
  output wire miso
);
  wire [DATA_WIDTH-1:0] pe_din;
  wire [DATA_WIDTH-1:0] pe_dout;
  fifo #(DATA_WIDTH, 8) u_fifo (clk, rst, in_fifo_wr_en, !in_fifo_empty, in_fifo_din, pe_din, in_fifo_empty, in_fifo_full);
  spi u_spi (clk, rst, cs, sclk, mosi, miso);
  pe u_pe (pe_din, !in_fifo_empty, pe_dout, out_fifo_wr_en);
endmodule
module fifo #(
  parameter DATA_WIDTH = 8,
  parameter FIFO_DEPTH = 8
) (
  input wire clk,
  input wire rst,
  input wire wr_en,
  input wire rd_en,
  input wire [DATA_WIDTH-1:0] din,
  output wire [DATA_WIDTH-1:0] dout,
  output wire empty,
  output wire full
);
  reg [DATA_WIDTH-1:0] mem [0:FIFO_DEPTH-1];
  reg [FIFO_DEPTH-1:0] wr_ptr;
  reg [FIFO_DEPTH-1:0] rd_ptr;
  reg [FIFO_DEPTH-1:0] next_wr_ptr;
  reg [FIFO_DEPTH-1:0] next_rd_ptr;
  wire [FIFO_DEPTH-1:0] diff;
  assign empty = (wr_ptr == rd_ptr);
  assign full = ((next_wr_ptr == rd_ptr) && (wr_ptr != rd_ptr));
  assign dout = mem[rd_ptr];
  always @(posedge clk or posedge rst) begin
    if (rst) begin
      wr_ptr <= 0;
      rd_ptr <= 0;
    end
    else begin
      wr_ptr <= next_wr_ptr;
      rd_ptr <= next_rd_ptr;
    end
  end
  always @(posedge clk) begin
    if (wr_en && !full) begin
      mem[next_wr_ptr] <= din;
    end
  end
  always @(posedge clk) begin
    if (rd_en && !empty) begin
      next_rd_ptr <= next_rd_ptr + 1;
    end
  end
  always @(posedge clk) begin
    if (wr_en && !full) begin
      next_wr_ptr <= next_wr_ptr + 1;
    end
  end
  assign diff = next_wr_ptr - rd_ptr;
endmodule
module spi (
  input wire clk,
  input wire rst,
  input wire cs,
  input wire sclk,
  input wire mosi,
  output wire miso
);
  reg [7:0] data_reg;
  reg [2:0] bit_counter;
  reg [7:0] shift_reg;
  wire mosi_bit;
  reg sclk_prev;
  assign mosi_bit = mosi;
  always @(posedge clk or posedge rst) begin
    if (rst) begin
      data_reg <= 0;
      bit_counter <= 0;
      shift_reg <= 0;
      sclk_prev <= 1'b1;
    end
    else begin
      if (cs) begin
        bit_counter <= 0;
        sclk_prev <= 1'b1;
      end
      else begin
        if (sclk && ~sclk_prev) begin
          case (bit_counter)
            0: begin
              shift_reg <= {shift_reg[6:0], mosi_bit};
            end
            1,2,3,4,5,6,7: begin
              shift_reg <= {shift_reg[6:0], mosi_bit};
            end
            8: begin
              data_reg <= shift_reg;
              bit_counter <= 0;
            end
            default: begin
              bit_counter <= 0;
            end
          endcase
          bit_counter <= bit_counter + 1;
        end
        sclk_prev <= sclk;
      end
    end
  end
  assign miso = data_reg[7];
endmodule
module pe (
  input wire [7:0] din,
  input wire data_valid,
  output wire [7:0] dout,
  output wire data_ready
);
  assign dout = din;
  assign data_ready = 1;
endmodule
```
`/design/flow/config.mk`:
```
export PLATFORM = sky130hd
export DESIGN_NAME = ip_wrapper
export DESIGN_NICKNAME = ip_wrapper
export VERILOG_FILES = /design/flow/design.v
export SDC_FILE = /design/flow/constraint.sdc
export NUM_CORES = 4
export LEC_CHECK = 1
export CORE_AREA = 10 10 110 110
export DIE_AREA = 0 0 120 120
```
`/design/flow/constraint.sdc`:
```
current_design ip_wrapper

set clk_period 2.5
set clk_io_pct 0.2

create_clock -name clk0 -period $clk_period [get_ports {clk}]

set non_clock_inputs [all_inputs -no_clocks]
set_input_delay [expr $clk_period * $clk_io_pct] -clock clk0 $non_clock_inputs
set_output_delay [expr $clk_period * $clk_io_pct] -clock clk0 [all_outputs]
```
==> Slide: Implementation Results <==
Flow Results at a Glance

Power
  – Power density relative to cell area: 968 mW/mm2
  – Worst vdd ir: 0.000275 V
  – Leakage dissipation: 0.582 nW

Setup path
  – Worst Setup End Kind: output pin
  – Critical Path Max Stage Delay: 0.50 ns
  – Timing startpoint of the critical path: u_fifo.next_wr_ptr[2]
  – Arr. time, crit path: about 1.8 ns
  – Maximum fanout along the worst path: 6
  – Chain of cells forming the critical path: xnor2_1 > nand4_1 > nor3_1 > clkdlybuf4s50_1
  – Family with the most delay on the worst path: flip-flops
  – Required arrival time at the worst endpoint: 2.00 ns
  – Buffer and inverter count on the worst path: 1
  – Reg-to-reg critical path startpoint: u_fifo.rd_ptr[4]
  – Worst Setup Path Type: flip-flop to output pin
  – Worst path slowest cell: sky130_fd_sc_hd__edfxtp_1
  – CP Launch Type: flip-flop

Route
  – Routed via count divided by cell count: 2.77
  – Iter 0 DRT Violations: 24
  – Via count: 668
  – First-pass iteration count of the detailed router: 4
  – Antenna violation net count after detailed routing: 0
  – Drt wl/cell: 8.17 um
  – Sum of routed wire length over all layers: 1970 um
  – Residual DRC: 0
  – Antenna cell count: 0

Synthesis
  – Mapped Cells: 98
  – Yosys chip area: 0.00137 mm2
  – Synth Area per Inst: 13.9 um2
  – Number of standard cells reported by yosys: just under 100
  – Yosys cell types: 17
  – Number of synthesized register bits: 32
  – Register share after synthesis: 64.5%
  – Netlist area before placement: 0.00137 mm2
  – Ys Warns: 10

Outcome
  – Run status: completed

Cells and area
  – Filler cell count: about 1.1k
  – Share of the core filled with cells: about 17%
  – Layout cells sized above 1: under 10%
  – Final Instance Count excl. Fillers: 241
  – Layout overhead on the synthesized area: 18.6%

Clock tree
  – CTS H-tree lvls: 2
  – Register clock-pin slew on the reported worst setup and hold paths: 0.06 ns
  – CTS Sinks: 32
  – CTS Buffer Depth: 2
  – Number of buffers created by CTS: 5
  – Number of buffers added to fix hold violations after cts: 0
  – Root Buffer Master: sky130_fd_sc_hd__clkbuf_8
  – Buffer count from post-CTS setup fixing: 0
  – Insertion Delay late pin: 0.28 ns
  – TritonCTS clock tree: done
  – Resized Gates After CTS: 0

Final timing
  – Final-report hold violation count: 0
  – Fin Setup TNS: 0 ns
  – Period minus WS final: 2.31 ns
  – Hold WS: 0.401 ns
  – Count of final max-slew check failures: 0
  – Max-slew headroom at the worst pin: 62.1%
  – Final Cycle Share: between 90% and 100%
  – Setup repair after global routing missed its margin: no
  – Final-report setup violation count: 0
  – Worst setup skew after layout: ~0.0038 ns
  – Worst slew pin tran: 0.568 ns
  – Max Fclk: 0.434 GHz

Global route
  – Antenna violations before repair: 0
  – Pin count of the biggest net entering global routing: 17
  – Global-route wire length before repair: 3370 um
  – Gr usage total: under 10%
  – Via count of the first global-routing pass: 709
  – Total congestion overflow: 0

Floorplanning
  – Horizontal die dimension: 120 um
  – Chip area: about 0.014 mm2
  – Die Ht: 120 um
  – Site row count: 36
  – # IOs: 28
  – Total core area: 0.00977 mm2
  – Starting density of the core: around 14%

Flow run
  – Count of warning messages emitted by the tools: 38
  – Max Cap Violations: 0

Placed design
  – Placed instance count: about 230
  – Buffers added on ports: 4
  – Global placer's final weighted congestion: 0.771
  – Detailed placer's ending HPWL: 1400 um

Min path
  – Hold Crit Class: flip-flop to flip-flop
  – Startpoint of the most critical hold path: u_fifo.next_rd_ptr[7]
-- metal layers --
metal  wire, um  GRT usage (%)  up-vias
li1           -              -      333
met1       1040           3.86      312
met2        770           3.92       18
met3        120           1.38        5
met4         41          0.528        0
met5          0              0        -
-- path summary, 6_finish.rpt --
path | slack (ns) | depth (start not counted) | endpoint
worst min-delay path | 0.40 | 0 | u_fifo.rd_ptr[7]
max in group asynchronous | 1.55 | 2 | u_fifo.wr_ptr[0]
worst max register to register | 0.84 | 4 | u_fifo.next_wr_ptr[0]
worst min register to register | 0.40 | 0 | u_fifo.rd_ptr[7]
worst max-delay path | 0.19 | 4 | in_fifo_full
min in group asynchronous | 0.58 | 2 | u_fifo.wr_ptr[7]
-- cells in the mapped netlist --
| cell type | n | share of area [%] |
|---|---|---|
| sky130_fd_sc_hd__nor3_1 | 1 | 0.37 |
| sky130_fd_sc_hd__ha_1 | 2 | 1.8 |
| sky130_fd_sc_hd__edfxtp_1 | 16 | 35 |
| sky130_fd_sc_hd__o31a_1 | 1 | 0.64 |
| sky130_fd_sc_hd__nand2_1 | 3 | 0.82 |
| sky130_fd_sc_hd__nor2_1 | 1 | 0.27 |
| sky130_fd_sc_hd__nor2_2 | 1 | 0.46 |
| sky130_fd_sc_hd__and4_1 | 2 | 1.3 |
| sky130_fd_sc_hd__and3_1 | 1 | 0.46 |
| sky130_fd_sc_hd__buf_4 | 10 | 5.5 |
| sky130_fd_sc_hd__conb_1 | 2 | 0.55 |
| sky130_fd_sc_hd__inv_1 | 4 | 1.1 |
| sky130_fd_sc_hd__xor2_1 | 4 | 2.6 |
| sky130_fd_sc_hd__dfrtp_1 | 16 | 29 |
| sky130_fd_sc_hd__nand3_1 | 4 | 1.5 |
| sky130_fd_sc_hd__xnor2_1 | 24 | 15 |
| sky130_fd_sc_hd__nand4_1 | 6 | 2.8 |
-- state kept, by name, summed over array words and instances, names as in the netlist --
register and count:
u_fifo.next_wr_ptr 8, u_fifo.rd_ptr 8, u_fifo.wr_ptr 8, u_fifo.next_rd_ptr 8
-- placed cells by master, fill, tap and decap left out, drive strengths merged --
cell type,instances
clkdlybuf4s50,4
clkbuf,6
and3,1
dfrtp,16
o31a,1
nand3,4
nand4,6
and4,2
nand2,3
conb,10
xor2,4
xnor2,24
nor3,1
nor2,2
ha,2
inv,4
clkinv,2
edfxtp,16
-- report_power, final --
group          internal (mW)  switching (mW)
logic                  0.160           0.102
registers              0.750           0.158
clock network          0.219           0.179
total                   1.13           0.439
-- metrics by stage --
stage | instance area [um2] | worst slack, ns | power (mW)
final | 1620 | 0.193 | 1.57
after global routing | 1620 | 0.0673 | 1.67
after CTS | 1620 | 0.195 | 1.58
after detailed placement | 1530 | 0.500 | 1.18
after global placement | 1530 | 0.499 | 1.17
after floorplan | 1400 | 1.07 | 1.11
-- logic make-up (layout without fill, tap and decap cells) --
kind of cell             after synthesis  in the layout  share of synthesized area [%]
AND-OR/OR-AND                          1              1                          0.642
adder cells (fa/ha/maj)                2              2                           1.83
other                                  2             10                          0.550
buffers and inverters                 14             16                           6.60
AND/OR/NAND/NOR                       19             19                           7.88
XOR/XNOR                              28             28                           18.0
flip-flops                            32             32                           64.5
-- cell type report --
| class | instances | area (um2) | share of cell area, % |
|---|---|---|---|
| sequential | 32 | 881 | 54.4 |
| multi-input combinational | 60 | 424 | 26.2 |
| tap | 133 | 166 | 10.3 |
| clock buffer | 6 | 82.6 | 5.10 |
| timing repair buffer | 4 | 40.0 | 2.47 |
| inverter | 4 | 15.0 | 0.927 |
| clock inverter | 2 | 10.0 | 0.618 |
Power figures rest on the tool's default switching activity, not on a simulated workload.
